**flow/config.mk**
```make
export PLATFORM = sky130hd
export DESIGN_NAME = sram
export DESIGN_NICKNAME = sram
export VERILOG_FILES = /design/flow/design.v
export SDC_FILE = /design/flow/constraint.sdc
export NUM_CORES = 4
export LEC_CHECK = 1
export CORE_UTILIZATION = 30
```
**flow/constraint.sdc**
```tcl
current_design sram

set clk_period 10.1
set clk_io_pct 0.2

create_clock -name clk0 -period $clk_period [get_ports {rd}]
create_clock -name clk1 -period $clk_period [get_ports {wr}]

set non_clock_inputs [all_inputs -no_clocks]
set_input_delay [expr $clk_period * $clk_io_pct] -clock clk0 $non_clock_inputs
set_output_delay [expr $clk_period * $clk_io_pct] -clock clk0 [all_outputs]
```
**flow/design.v**
```verilog
module sram(dout, din, addr, wr, rd, cs);
    output  [7:0] dout;
    input [7:0] din;
    input [7:0] addr;
    input wr,rd,cs;
    reg [7:0] sram [255:0];
    reg [7:0] data;
    assign dout = (cs && !rd) ? data : 8'bz;
    always @ ( posedge wr ) begin
        if (cs) sram[addr] <= din;
    end
    always @ ( negedge rd ) begin
        if (cs) data <= sram[addr];
    end
endmodule
```
**flow/run.sh**
```bash
#!/bin/bash
# OpenROAD 26Q1-2900-gdf79404cd8, Yosys 0.63+post, stock flow scripts
make -C /OpenROAD-flow-scripts/flow DESIGN_CONFIG=/design/flow/config.mk WORK_HOME=/design/flow/orfs finish
```
==> deck_impl_summary.md <==
Synthesis and Place & Route Summary

Clock network
  – Clk slew on worst S/H paths: roughly 0.06 ns
  – # hold bufs at CTS: 0
  – Clock Sinks: between 2000 and 2500
  – CTS tree: done

Timing
  – Final WS setup: a little over 0.06 ns
  – Final Max Tran Viols: 0
  – Final hold viol count: 0
  – Setup TNS: 0 ns
  – Slew HR: 32.5%
  – Worst slew pin tran: around 1 ns
  – Unrepaired setup endpoints after global routing: no
  – Final setup vio count: 0

Synthesis
  – Commonest cells in the netlist: 2056 x edfxtp_1, 512 x mux4_2, 256 x a22oi_1
  – Synth cell types: 21
  – Synthesized area: approximately 79000 sq um
  – Largest area contributor in the netlist: edfxtp_1
  – Synth Area per Inst: 22.1 sq um
  – Synth Seq Share: between 70% and 80%
  – Ys async rst share: 0%
  – Synth top cell by count: edfxtp_1
  – Seq cells post-synth: slightly above 2000
  – Top cells by area: edfxtp_1 79%, mux4_2 15%, a22oi_1 2.4%
  – Yosys warnings: 2
  – Post-synth EDFFs: approximately 2000
  – Post-synth top area share: 78.6%
  – Post-Syn Instances: ~3500
  – Yosys cell count: approximately 3500
  – Top_reg_cell synth: edfxtp_1
  – YS chip area: between 70000 and 80000 sq um

Flow run
  – OpenROAD warnings: 38
  – Max Cap Viol: 0

Place
  – Detailed Place HPWL: 119 mm
  – Port bufs: 25
  – GPL Wtd Cong: between 0.8 and 0.9
  – Place WS: -0.665 ns
  – Dpl cells: 7112

Critical path
  – R2r startpoint: sram[168][4]
  – R2R Path End: data[4]
  – Startpoint types: input port
  – R2R cell count: 6
  – Worst endpoint required time: roughly 5.1 ns
  – Crit path from: addr[0]
  – Crit end category: flip-flop
  – Reg2reg setup slack: between 1.5 and 2 ns
  – Crit-path max FO: between 50 and 60
  – Arr. time, crit path: slightly above 5 ns
  – Crit path kind: in -> reg

Routing
  – Detailed Route WL: slightly below 200 mm
  – DRT Pass-1 Iters: 7
  – Vias: roughly 38000
  – Antenna-violating nets left: 0
  – WL per Instance: 25.9 um
  – Via density per instance: between 4 and 5
  – Violation tally from detailed-route iteration zero: approximately 2300
  – DRC viols: 0

Cells and area
  – Filler cell count: ~24000
  – Non-Filler Instances: roughly 7500
  – Area Overhead vs Synth: 16.3%
  – Comb area: roughly 16000 sq um
  – Sequential cell area: just over 60000 sq um
  – Layout cell share with drive strength beyond 1: between 20% and 30%

Die
  – Die Ht: between 500 and 600 um
  – Die area: about 260000 sq um
  – Area of the core: between 200000 and 300000 sq um
  – Die width: roughly 510 um
  – Std-Cell Rows: roughly 190
  – I/O pin cnt: 27
  – FP Util: between 30% and 40%

Hold path
  – Cell count of the worst hold path: 1
  – Hold Crit Start: din[4]
  – Worst Hold End: sram[65][4]
  – Tightest Hold Check Type: in -> reg

Global route
  – Largest net degree at the start of global routing: between 100 and 150
  – Antenna violations before repair: 5
  – Vias in the first global route: about 42000
  – Grt ovf: 0
  – All-Layer GR Usage: between 10% and 20%
  – First-pass GRT wire length: around 280 mm

Outcome
  – Status: finished clean

Power
  – Pwr per Cell Area: 193 nW/um^2
  – Leak Pwr: about 28 nW
  – Worst vdd ir: between 0.00015 and 0.0002 V
report_power, final:
group	internal [mW]	leakage (nW)	switching [mW]
clock	4.22	3.25	3.18
combinational	0.317	5.83	0.529
sequential	9.41	18.5	0.0124
total	13.9	27.6	3.72
how the worst max path moves through the flow:
stage	cells past startpoint	end
CTS	9	data[4]
global route	9	data[4]
finish	9	data[4]
metal layers:
| layer | vias to the layer above | part of all wire (%) | GRT usage (%) |
|---|---|---|---|
| met5 | - | 0.26 | 1.11 |
| met4 | 14 | 3.5 | 4.58 |
| met3 | 319 | 15 | 11.3 |
| met2 | 2083 | 48 | 24.1 |
| met1 | 19400 | 33 | 18.3 |
| li1 | 15700 | - | - |
cell families after synthesis:
| kind of cell | Yosys count | synth area share (%) |
|---|---|---|
| AOI/OAI and AO/OA | 416 | 3.62 |
| buffers and inverters | 234 | 1.38 |
| DFF | 2056 | 78.6 |
| muxes | 512 | 14.7 |
| and+or+nand+nor | 330 | 1.73 |
through the flow:
stage          power (mW)  utilization, %  area, sq um  hold slack, ns
4_1_cts              17.8            35.1        91400            1.59
5_1_grt              18.2            35.2        91400            1.63
2_1_floorplan        10.0               -        78600            2.12
6_report             17.7            35.2        91400            1.62
3_5_place_dp         10.5            32.6        84700            2.51
3_3_place_gp         10.5            32.6        84700            2.49
worst max-delay path, cell delays in order:
cell and delay [ns]:
buf_8 0.32, buf_12 0.25, buf_12 0.39, mux4_2 0.61, a22oi_1 0.21, a21oi_1 0.19, o41ai_1 0.66, buf_4 0.23
nand4_1 0.06
timing repair:
action,4_1_cts,5_1_grt
setup buffers,0,0
pin swaps,0,0
setup endpoints to repair,3,3
endpoints found under the hold margin,0,0
resized,3,3
state kept, by name (all words and copies together) (netlist names):
signal  flops
data        8
sram     2048
layout by cell type, fill, tap and decap left out:
master and count:
a21oi_1 128, o41ai_2 2, clkbuf_1 46, buf_4 236
buf_12 39, nor2_4 1, or3_1 1, and2_1 2
edfxtp_1 2056, nor2b_1 5, clkbuf_16 209, and2_4 1
clkdlybuf4s50_1 15, or2_2 2, bufinv_16 16, inv_1 9
nor2b_4 2, diode_2 3, nor3_1 30, nand2b_1 5
o41ai_4 2, inv_6 7, inv_8 1, nand3_2 2
nand3_1 11, o41ai_1 28, clkinv_8 1, nor2_1 231
inv_16 3, a22oi_1 256, clkinvlp_4 7, nand4_1 8
clkinv_2 42, clkinv_1 50, clkinv_4 2, mux4_2 512
clkinv_16 2, buf_8 10, nand2_1 28, nand2b_2 1
cell type report:
type | count | area share [%]
diodes | 3 | 0.00821
clock buffers | 255 | 5.91
clock inverters | 139 | 1.30
inverters | 1 | 0.00411
multi-input cells | 1258 | 17.3
flip-flops and latches | 2056 | 67.6
well taps | 3496 | 4.79
repair buffers | 300 | 3.12
Power is estimated from default activity; no workload was simulated.
