===== flow/config.mk =====
export PLATFORM = sky130hd
export DESIGN_NAME = ones_count
export DESIGN_NICKNAME = ones_count
export VERILOG_FILES = /design/flow/design.v
export SDC_FILE = /design/flow/constraint.sdc
export NUM_CORES = 4
export LEC_CHECK = 1
export CORE_AREA = 10 10 70 70
export DIE_AREA = 0 0 80 80

===== flow/constraint.sdc =====
current_design ones_count

set clk_period 3.7
set clk_io_pct 0.2

create_clock -name clk0 -period $clk_period

set non_clock_inputs [all_inputs -no_clocks]
set_input_delay [expr $clk_period * $clk_io_pct] -clock clk0 $non_clock_inputs
set_output_delay [expr $clk_period * $clk_io_pct] -clock clk0 [all_outputs]

===== flow/design.v =====
module ones_count(count,dat_in);
    output reg [3:0] count;
    input [7:0] dat_in;
    integer k;
    always @*
    begin
        count = 4'b0;
        for(k=0;k<8;k=k+1)
        begin
            if(dat_in[k] == 1)
                count = count + 1;
        end
    end
endmodule

===== flow/run.sh =====
#!/bin/bash
# OpenROAD 26Q1-2900-gdf79404cd8, Yosys 0.63+post, stock flow scripts
make -C /OpenROAD-flow-scripts/flow DESIGN_CONFIG=/design/flow/config.mk WORK_HOME=/design/flow/orfs finish

==> run summary <==
Synthesis and PnR results.

- The run finished, with violations left.
- The count of input and output buffers reads 12.
- The residual DRC count is 0.
- The yosys cell count reads 96.
- The power per cell area reads 246 mW/mm^2.
- The worst max-slew margin expressed relative to the limit reads 80.1%.
- The warning tally printed by Yosys for this design is 1.
- STA reports the tightest min-delay check as being of type in2out.
- The setup-violating endpoint count in the final report is 4.
- The post-placement worst setup slack is -1.65 ns.
- The area taken by flip-flops and latches reads 0 um^2.
- The number of vias per cell reads ~4.5.
- The final reports fail on setup timing.
- The top fanout value on the critical path reads 5.
- The area fraction in xor and xnor cells reads 24.7%.
- The post-route worst setup slack is -0.676 ns.
- Per the run summary, max-cap violations total 0.
- The overall die area is 0.00640 mm^2.
- The library cell with the largest summed area after synthesis reads sky130_fd_sc_hd__ha_1.
- The number of slew-limit violations in the final report is 0.
- The finished layout holds about 180 standard cells, fillers aside.
- For the worst setup path, the data required time is around 3.0 ns.
- The kind of start point of the critical path is an input pin.
- In the final timing run, aggregate negative setup slack is -2.21 ns.
- The floorplan-stage core utilization reads 22.1%.
- The via count of the first global-routing pass is 727.
- The static leakage reads 0.000564 uW.
- Entering global routing, the biggest net connects 14 pins.
- The post-detailed-routing wire length is 1.93 mm.
- Per the synthesis report, the adder-cell share of the synthesized area is 13.3%.
- The hold-fix buffer count after cts reads 0.
- The count of routing violations after the opening detailed-route iteration is 21.
- In this run, distinct cell masters in the synthesized netlist total approximately 40.
- The number of warnings reported in the stage logs is 38.
- The number of optimization iterations in the first detailed-route pass reads 4.
- The footprint of the multi-input gates is 795 um^2.
- The post-synthesis to final-layout area growth reads 65.2%.
- The number of clock buffers in the layout is 0.
- The final critical-path share of the clock period reads 118%.
- The initial antenna violation count came to 0.
- The placement summary gives the final routability congestion estimate as between 0.8 and 0.9.
- The wire-length estimate of the detail-placed layout is roughly 1.6 mm.
- The floorplan step set the die height to 80 um.
- The routed length per instance reads 10.6 um.
- The number of I/O pins reads 12.
- The number of hold violations in the final report reads 0.
- The fmax reads 0.228 GHz.
- The pin closest to its max-slew limit shows a slew of 0.297 ns.
- Setup repair after global routing could not meet its margin everywhere.
- The remaining global-route overflow is 0.
- The data arrival time of the worst path is ~3.6 ns.
- The combined global-route utilization of all metal layers is 5.77%.
- The area share of the largest cell type after synthesis reads 13.3%.
- The filler cell count reads around 350.
- The number of sequential storage elements is 0.
- Across the VDD grid, the largest voltage drop is ~0.075 mV.
- The wire length of the first global-routing pass reads 3.22 mm.
- The mapped netlist covers 754 um^2.
- The share of the Yosys chip area taken by registers is 0%.
- The width of the chip is 80 um.
- The simple-gate share of the synthesized area is 24.2%.
- The number of diodes added for antenna fixing is 0.
- The row count reads 21.
- The kind of end point of the critical path is an output port.
- Nets still carrying antenna violations after routing amount to 0.
- The startpoint-to-endpoint class of the critical path reads in2out.
- The routed layout has 821 vias.
- The main area contributors are sky130_fd_sc_hd__ha_1 (13%), sky130_fd_sc_hd__xnor2_1 (10%), sky130_fd_sc_hd__xor2_1 (7.0%), sky130_fd_sc_hd__a21oi_1 (4.0%), sky130_fd_sc_hd__nand2_1 (4.0%).
- In this run, the synthesized area fraction spent on AND-OR/OR-AND gates is recorded as approximately a quarter.
- Each instance of the synthesized netlist takes up on average 7.86 um^2.
- The multiplexer share of the synthesized area reads 2.99%.
- The minimum clock period after layout is 4.38 ns.
- Once placement completed, the tool counted placed cells totaling 179.
- The Yosys chip area reads 754 um^2.
- The instance tally after logic synthesis reads 96.
- Cells with a size suffix above 1 make up between 40% and 50% of the layout.
- The floorplan core area reads about 0.0034 mm^2.
- Yosys shows that the main logic family after synthesis is AND-OR/OR-AND gates.
[final cells by class]
type,count,share of cell area [%]
multi-input combinational,85,63.8
timing repair buffer,45,29.0
tap,46,4.62
inverter,6,2.61
[synthesized netlist by cell type (all sizes together) (3+ instances only)]
cell type / instances
nand2: 8
nand2b: 3
inv: 6
xor2: 7
xnor2: 10
nand3: 4
ha: 8
a21oi: 6
nor2b: 3
nor2: 4
o21ai: 3
buf: 5
[cell families (layout without fill, tap and decap cells)]
kind of cell,after synthesis,count (layout)
and+or+nand+nor,32,32
AOI/OAI and AO/OA,25,25
xor gates and xnor gates,18,18
buffers and inverters,11,51
adders and majority gates,8,8
muxes,2,2
[repair_timing]
item,in CTS,in global routing
buffers inserted,3,0
gates resized,34,3
endpoints found under the hold margin,0,0
pin swaps,12,11
setup endpoints to repair,4,4
[metal layers]
metal / track usage (%) / share of wire (%) / vias to the layer above
met4: 0 / 0 / 0
met3: 0.114 / 2.1 / 0
met2: 8.91 / 44 / 12
met5: 0 / 0 / -
met1: 9.10 / 54 / 379
li1: - / - / 430
[cells in the final DEF, fill, tap and decap left out, types with 2 or more instances in the layout]
cell / instances
sky130_fd_sc_hd__buf_4: 32
sky130_fd_sc_hd__nand2_1: 7
sky130_fd_sc_hd__xnor2_1: 6
sky130_fd_sc_hd__xor2_1: 6
sky130_fd_sc_hd__clkdlybuf4s50_1: 6
sky130_fd_sc_hd__xnor2_2: 4
sky130_fd_sc_hd__inv_1: 4
sky130_fd_sc_hd__a21oi_2: 4
sky130_fd_sc_hd__nor2_1: 4
sky130_fd_sc_hd__ha_1: 4
sky130_fd_sc_hd__buf_2: 4
sky130_fd_sc_hd__nand2b_1: 3
sky130_fd_sc_hd__o21ai_0: 3
sky130_fd_sc_hd__nor2b_1: 3
sky130_fd_sc_hd__nand3_1: 3
sky130_fd_sc_hd__ha_4: 3
sky130_fd_sc_hd__inv_6: 2
sky130_fd_sc_hd__o31ai_2: 2
sky130_fd_sc_hd__o211ai_1: 2
sky130_fd_sc_hd__a21oi_1: 2
sky130_fd_sc_hd__o32ai_1: 2
sky130_fd_sc_hd__a31o_1: 2
sky130_fd_sc_hd__buf_8: 2
[where the power goes]
group | internal [uW] | switching [uW] | leakage, uW | total, uW
logic | 176 | 131 | 0.000564 | 307
registers | 0 | 0 | 0 | 0
clock network | 0 | 0 | 0 | 0
[through the flow]
stage	area (um^2)	power (uW)	utilization (%)	hold WS, ns
after CTS	1240	309	36.4	2.36
final	1250	307	36.5	2.36
after detailed placement	1190	302	34.8	2.57
after global placement	1190	299	34.8	2.55
after floorplan	827	173	-	1.51
after global routing	1250	339	36.5	2.40
[final timing paths]
| check | from | end | depth (start not counted) |
|---|---|---|---|
| worst min-delay path | dat_in[7] | count[1] | 3 |
| worst max-delay path | dat_in[3] | count[2] | 15 |
[critical path, stage by stage]
cell and delay (ns):
sky130_fd_sc_hd__clkdlybuf4s50_1 0.62, sky130_fd_sc_hd__nor2_1 0.10, sky130_fd_sc_hd__a21oi_2 0.13, sky130_fd_sc_hd__ha_1 0.26
sky130_fd_sc_hd__a21oi_2 0.14, sky130_fd_sc_hd__o31ai_2 0.08, sky130_fd_sc_hd__a21o_1 0.20, sky130_fd_sc_hd__a32oi_2 0.19
sky130_fd_sc_hd__ha_2 0.30, sky130_fd_sc_hd__mux2_4 0.27, sky130_fd_sc_hd__ha_4 0.16, sky130_fd_sc_hd__nand2_4 0.05
sky130_fd_sc_hd__xnor2_2 0.12, sky130_fd_sc_hd__xnor2_1 0.14, sky130_fd_sc_hd__buf_2 0.12
No activity file was given, so power comes from the tool's default toggle rates.
