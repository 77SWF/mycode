==> ./design.v <==
module ALU(c_out,sum,oper,a,b,c_in);
    output reg c_out;
    output reg [7:0] sum;
    input [2:0] oper;
    input [7:0] a;
    input  [7:0] b;
    input c_in;
    always @*
    begin
        case(oper)
            3'd0: {c_out,sum} = a + b + c_in;
            3'd1: {c_out,sum} = a + ~b +c_in; 
            3'd2: {c_out,sum} = b + ~a + ~c_in;
            3'd3: {c_out,sum} = { 1'b0, a|b };
            3'd4: {c_out,sum} = { 1'b0, a&b };
            3'd5: {c_out,sum} = { 1'b0, (~a) & b };
            3'd6: {c_out,sum} = { 1'b0, a ^ b };
            3'd7: {c_out,sum} = { 1'b0, a ~^ b};
            default: {c_out,sum} = 9'bx;
	endcase
    end
endmodule
==> ./run.sh <==
#!/bin/bash
# OpenROAD 26Q1-2900-gdf79404cd8, Yosys 0.63+post, stock flow scripts
make -C /OpenROAD-flow-scripts/flow DESIGN_CONFIG=/design/flow/config.mk WORK_HOME=/design/flow/orfs finish
==> ./config.mk <==
export PLATFORM = sky130hd
export DESIGN_NAME = ALU
export DESIGN_NICKNAME = ALU
export VERILOG_FILES = /design/flow/design.v
export SDC_FILE = /design/flow/constraint.sdc
export NUM_CORES = 4
export LEC_CHECK = 1
export CORE_AREA = 10 10 100 100
export DIE_AREA = 0 0 110 110
==> ./constraint.sdc <==
current_design ALU

set clk_period 7.9
set clk_io_pct 0.2

create_clock -name clk0 -period $clk_period

set non_clock_inputs [all_inputs -no_clocks]
set_input_delay [expr $clk_period * $clk_io_pct] -clock clk0 $non_clock_inputs
set_output_delay [expr $clk_period * $clk_io_pct] -clock clk0 [all_outputs]
==> flow_summary_export.csv <==
group,metric,value,unit
routing,first_iter_violations,141,
routing,drc,0,
routing,n_antenna_cell,0,
finish,post-route-util,28.6,%
finish,area_growth,19.7,%
timing,rsz0062_at_grt,"no",
floorplan,die_x,110,um
floorplan,fp_util,23.9,%
critical_path,worst-setup-path-type,"input pin to output pin",
timing,tightest_slew,0.547,ns
yosys,synth-seq-area-share,0,%
timing,fin_setup_tns,0,ns
critical_path,cp-end-kind,"output pin",
flow_run,warnings,54,
flow_run,drv_cap,0,
yosys,syn_inst,253,
critical_path,cp_slowest_cell,"clkdlybuf4s50_1",
timing,hold_viol,0,
grt,grt_pass1_wl,8870,um
yosys,top_cell_area_share,21.5,%
routing,wire_per_inst,14.0,um
clocking,post-cts-setup-buffers,0,
power_and_ir_drop,ir_drop,0.0144,mV
power_and_ir_drop,powerDensity,72.2,mW/mm2
grt,grt_max_degree,26,
yosys,avgSynthCellArea,7.37,um2
timing,max_freq,157,MHz
critical_path,cp_max_fo,7,
critical_path,cp-start-kind,"input pin",
yosys,yosysCellCount,253,
floorplan,die-area,0.0121,mm2
finish,clkbuf_count,0,
floorplan,io_pins,29,
power_and_ir_drop,leakage,0.000962,uW
grt,antenna_found_initial,0,
yosys,ys_types,49,
routing,vias_per_cell,4.71,
critical_path,cp_cell_sequence,"clkdlybuf4s50_1, inv_1, ha_1, ha_1, fa_1, a21o_1, a21oi_1, xor2_1, a21boi_0, o311a_1, clkdlybuf4s50_1",
placement,numPortBuffers,29,
yosys,netlist_area,0.00187,mm2
placement,hpwlAfterDp,4200,um
placement,pre_cts_ws,1.52,ns
floorplan,dieHeight,110,um
routing,routed_wl,5210,um
grt,grt_pass1_vias,1672,
routing,num_vias,1758,
yosys,top_area_cell,"ha_1",
critical_path,crit_arrival,4.77,ns
timing,layout_min_cycle_time,6.35,ns
yosys,ys_warn_count,1,
routing,dr.pass1.iters,4,
timing,setup_ws,1.55,ns
timing,setup_viol,0,
hold_path,hold_path_class,"input pin to output pin",
floorplan,fp-row-count,32,
timing,slew_violations,0,
finish,flops,0,
timing,relSlewSlack,63.4,%
placement,gp_congestion,0.923,
finish,seqCellArea,0,um2
status,status,"finished clean",
grt,track_usage,8.97,%
critical_path,critPathRequiredTime,6.32,ns
finish,multiInputGateArea,0.00166,mm2
finish,drive_above_1_share,3.69,%
clocking,cts_resized,0,
timing,fin_crit_sh,80.4,%
yosys,yosys-top-cells-area,"ha_1 21%, fa_1 9.7%, xor2_1 7.0%, inv_1 6.4%, nand2_1 4.2%",
floorplan,core_area,0.00781,mm2
finish,nFillCells,856,
critical_path,critPathMaxStageDelay,0.67,ns
routing,ant_nets,0,
grt,grt.overflow.total,0,
clocking,cts-hold-fix-buffers,0,
yosys,yosys_area,0.00187,mm2
-- cell usage in the layout, fill, tap and decap left out, drive strengths merged, types with 2 or more instances in the layout --
cell type      netlist  routed
a211oi               4       4
a21o                 5       5
a21oi               16      16
a221oi               2       2
a31oi                3       3
a32oi                4       4
buf                  9       4
clkdlybuf4s50        0      29
fa                   9       9
ha                  32      32
inv                 32      32
mux2                 2       2
mux2i                3       3
nand2               21      21
nand2b               3       3
nand3b               2       2
nor2                19      19
nor2b                5       5
nor3                 5       5
nor4                 2       2
o211ai               5       5
o21ai               14      14
o21bai               2       2
o2bb2ai              2       2
o31ai                5       5
xnor2                8       8
xor2                15      15
-- power by group --
group          switching [uW]  internal [uW]
Combinational            83.6           77.5
Clock                       0              0
Sequential                  0              0
-- worst paths after layout --
check / start / to / slack (ns) / cells after the start
max: a[1] / sum[5] / 1.55 / 11
min: b[0] / sum[0] / 4.30 / 4
-- per-layer routing --
layer	wire length, um	GRT usage, %	vias to the layer above
met5	0	0	-
met4	0	0	0
met3	441	1.12	0
met2	2410	14.1	63
met1	2350	13.7	783
li1	-	-	912
-- per-stage QoR --
stage	hold slack (ns)	instance area [um2]	std cells	total power (uW)
floorplan	3.30	1870	253	110
global placement	4.32	2230	373	161
CTS	4.33	2230	373	163
global route	4.38	2230	373	183
detailed placement	4.32	2230	373	162
finish	4.30	2230	373	161
-- critical path: cells and delay by family --
kind	cells	cell delay [ns]
xor gates and xnor gates	1	0.16
adders and majority gates	3	1.05
AOI/OAI and AO/OA	4	0.82
buffers and inverters	3	1.16
-- cell usage after synthesis (3+ instances only) --
| library cell | number |
|---|---|
| xnor2_1 | 8 |
| o31ai_1 | 4 |
| o21ai_0 | 14 |
| inv_1 | 32 |
| ha_1 | 32 |
| a31oi_1 | 3 |
| nor2_1 | 19 |
| nor2b_1 | 5 |
| xor2_1 | 15 |
| nand2_1 | 21 |
| a211oi_1 | 4 |
| clkbuf_1 | 6 |
| buf_4 | 3 |
| nor3_1 | 5 |
| mux2i_1 | 3 |
| a21o_1 | 5 |
| a32oi_1 | 4 |
| a21oi_1 | 15 |
| fa_1 | 9 |
| o211ai_1 | 5 |
| nand2b_1 | 3 |
| buf_2 | 5 |
-- cell type report --
class,count,area share (%)
inverter,33,5.55
timing repair buffer,33,14.3
tap,102,5.72
multi-input combinational,205,74.4
-- cells by family after synthesis --
kind of cell,synth area share [%]
xor+xnor,10.8
fa+ha+maj,31.1
mux,4.02
buf+inv,11.0
compound gates,27.7
simple gates,15.4
No activity file was given, so power comes from the tool's default toggle rates.
